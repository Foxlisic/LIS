==> run.sh <==
#!/bin/bash
# OpenROAD 26Q1-2900-gdf79404cd8, Yosys 0.63+post, stock flow scripts
make -C /OpenROAD-flow-scripts/flow DESIGN_CONFIG=/design/flow/config.mk WORK_HOME=/design/flow/orfs finish
==> config.mk <==
export PLATFORM = sky130hd
export DESIGN_NAME = ga
export DESIGN_NICKNAME = ga
export VERILOG_FILES = /design/flow/design.v
export SDC_FILE = /design/flow/constraint.sdc
export NUM_CORES = 4
export LEC_CHECK = 1
export CORE_UTILIZATION = 50
==> constraint.sdc <==
current_design ga

set clk_period 5.6
set clk_io_pct 0.2

create_clock -name clk0 -period $clk_period [get_ports {clock}]

set non_clock_inputs [all_inputs -no_clocks]
set_input_delay [expr $clk_period * $clk_io_pct] -clock clk0 $non_clock_inputs
set_output_delay [expr $clk_period * $clk_io_pct] -clock clk0 [all_outputs]
==> design.v <==
module de0(
    input              RESET_N,
    input              CLOCK_50,
    input              CLOCK2_50,
    input              CLOCK3_50,
    inout              CLOCK4_50,
    output             DRAM_CKE,
    output             DRAM_CLK,
    output      [1:0]  DRAM_BA,
    output      [12:0] DRAM_ADDR,
    inout       [15:0] DRAM_DQ,
    output             DRAM_CAS_N,
    output             DRAM_RAS_N,
    output             DRAM_WE_N,
    output             DRAM_CS_N,
    output             DRAM_LDQM,
    output             DRAM_UDQM,
    inout       [35:0] GPIO_0,
    inout       [35:0] GPIO_1,
    output      [6:0]  HEX0,
    output      [6:0]  HEX1,
    output      [6:0]  HEX2,
    output      [6:0]  HEX3,
    output      [6:0]  HEX4,
    output      [6:0]  HEX5,
    input       [3:0]  KEY,
    output      [9:0]  LEDR,
    inout              PS2_CLK,
    inout              PS2_DAT,
    inout              PS2_CLK2,
    inout              PS2_DAT2,
    output             SD_CLK,
    inout              SD_CMD,
    inout       [3:0]  SD_DATA,
    input       [9:0]  SW,
    output      [3:0]  VGA_R,
    output      [3:0]  VGA_G,
    output      [3:0]  VGA_B,
    output             VGA_HS,
    output             VGA_VS
);
assign DRAM_DQ = 16'hzzzz;
assign GPIO_0  = 36'hzzzzzzzz;
assign GPIO_1  = 36'hzzzzzzzz;
assign HEX0 = 7'b1111111;
assign HEX1 = 7'b1111111;
assign HEX2 = 7'b1111111;
assign HEX3 = 7'b1111111;
assign HEX4 = 7'b1111111;
assign HEX5 = 7'b1111111;
wire locked;
wire clock_25;
pll P1
(
    .clkin      (CLOCK_50),
    .m25        (clock_25),
    .locked     (locked)
);
wire [9:0] char_addr, font_addr;
wire [7:0] char_data, font_data;
ga G1
(
    .clock      (clock_25),
    .R          (VGA_R),
    .G          (VGA_G),
    .B          (VGA_B),
    .HS         (VGA_HS),
    .VS         (VGA_VS),
    .char_addr  (char_addr),
    .font_addr  (font_addr),
    .char_data  (char_data),
    .font_data  (font_data),
);
memchar M1
(
    .clock  (CLOCK_50),
    .a0     (char_addr),
    .q0     (char_data),
);
memfont M2
(
    .clock  (CLOCK_50),
    .a0     (font_addr),
    .q0     (font_data),
);
endmodule
module ga
(
    input   wire        clock,
    output  reg [3:0]   R,
    output  reg [3:0]   G,
    output  reg [3:0]   B,
    output  reg         HS,
    output  reg         VS,
    output  reg  [12:0] address,  
    input   wire [ 7:0] data,     
    input   wire [10:0] cursor    
);
parameter
    hz_visible = 640, vt_visible = 400,
    hz_front   = 16,  vt_front   = 12,
    hz_sync    = 96,  vt_sync    = 2,
    hz_back    = 48,  vt_back    = 35,
    hz_whole   = 800, vt_whole   = 449;
assign HS = x  < (hz_back + hz_visible + hz_front);  
assign VS = y >= (vt_back + vt_visible + vt_front);  
wire        xmax = (x == hz_whole - 1);
wire        ymax = (y == vt_whole - 1);
reg  [10:0] x    = 0;
reg  [10:0] y    = 0;
wire [10:0] X    = x - hz_back + 8;  
wire [ 9:0] Y    = y - vt_back;      
reg  [ 7:0] char;  reg [7:0] tchar;  
reg  [ 7:0] attr;  reg [7:0] tattr;  
reg  [23:0] timer;  
reg         flash;
wire [10:0] id = X[9:3] + (Y[8:4] * 80);
wire maskbit = (char[ 3'h7 ^ X[2:0] ]) | (flash && (id == cursor+1) && Y[3:0] >= 14);
wire [15:0] frcolor =
    attr[3:0] == 4'h0 ? 12'h111 :  
    attr[3:0] == 4'h1 ? 12'h008 :  
    attr[3:0] == 4'h2 ? 12'h080 :  
    attr[3:0] == 4'h3 ? 12'h088 :  
    attr[3:0] == 4'h4 ? 12'h800 :  
    attr[3:0] == 4'h5 ? 12'h808 :  
    attr[3:0] == 4'h6 ? 12'h880 :  
    attr[3:0] == 4'h7 ? 12'hccc :  
    attr[3:0] == 4'h8 ? 12'h888 :  
    attr[3:0] == 4'h9 ? 12'h00f :  
    attr[3:0] == 4'hA ? 12'h0f0 :  
    attr[3:0] == 4'hB ? 12'h0ff :  
    attr[3:0] == 4'hC ? 12'hf00 :  
    attr[3:0] == 4'hD ? 12'hf0f :  
    attr[3:0] == 4'hE ? 12'hff0 :  
                        12'hfff;   
wire [15:0] bgcolor =
    attr[6:4] == 3'd0 ? 12'h111 :  
    attr[6:4] == 3'd1 ? 12'h008 :  
    attr[6:4] == 3'd2 ? 12'h080 :  
    attr[6:4] == 3'd3 ? 12'h088 :  
    attr[6:4] == 3'd4 ? 12'h800 :  
    attr[6:4] == 3'd5 ? 12'h808 :  
    attr[6:4] == 3'd6 ? 12'h880 :  
                        12'hccc;   
always @(posedge clock) begin
    x <= xmax ?         0 : x + 1;
    y <= xmax ? (ymax ? 0 : y + 1) : y;
    if (x >= hz_back && x < hz_visible + hz_back &&
        y >= vt_back && y < vt_visible + vt_back)
    begin
         {R, G, B} <= maskbit ? (attr[7] & flash ? bgcolor : frcolor) : bgcolor;
    end
    else {R, G, B} <= 12'h000;
end
always @(posedge clock) begin
    case (X[2:0])
        0: begin address <= {1'b0, id[10:0], 1'b0}; end
        1: begin tchar <= data; address[0] <= 1'b1; end
        2: begin tattr <= data; address <= {1'b1, tchar[7:0], Y[3:0]}; end
        3: begin tchar <= data; end
        7: begin attr  <= tattr; char <= tchar; end
    endcase
end
always @(posedge clock) begin
    if (timer == 12500000) begin
        flash <= ~flash;
        timer <= 0;
    end else
        timer <= timer + 1;
end
endmodule
==> qor.csv <==
metric,value,unit
ys_seq_share,50.7,%
critPathMaxFanout,11,
warning_count,34,
fin_ws,0.973,ns
final_layout_size_suffix_gt1_share,6.42,%
status,finished clean,
endpoint_kind,register,
avgSynthCellArea,10.6,um2
syn_to_final_growth,15.3,%
chipHeight,104,um
cts-root-buf,clkbuf_8,
first_global_vias,3501,
post-route-period-util,82.6,%
crit_chain,"ha_1, o41ai_4, a21boi_0, nand2b_1, ha_1, inv_1, fa_1, nand2b_1, nor3_1, xnor2_1, xnor2_1, a2111oi_4, o211ai_2, or3b_2, a21oi_1",
tightest_slew,0.862,ns
finClkSkew,0.0152,ns
finalSetupViolCount,0,
ir_drop,235,uV
ys_chip_area,0.00524,mm2
ff2ff_setup_slack,0.97,ns
core,0.00995,mm2
rows,36,
leakage,2.31,nW
crit_required,5.89,ns
grt_max_degree,21,
cpPeakStageDelay,0.51,ns
post_cts_buffers,0,
p_per_area,214,mW/mm2
finalMaxSlewViolations,0,
drt-initial-drc-count,147,
track_usage,21.0,%
clkLatencyLatePin,0.37,ns
maxSlewHeadroom,42.4,%
r2r_end,R[2]$_SDFF_PN0_,
cts_resized,0,
num_vias,3633,
ioPinCount,47,
portBuffers,46,
initial_utilization,52.6,%
timing_worst_setup_path_type,register to register,
maxCapViolCount,0,
timing.critical_path.from,y[0]$_SDFFCE_PN0N_,
grt_pass1_wl,17100,um
ys_ff,104,
antenna_found_initial,0,
drt_wl_total,10100,um
cts_hold_buf,0,
die_x,104,um
htreeDepth,3,
edf_count,57,
ys_warn_count,6,
start_kind,register,
place_ws,0.993,ns
antenna_cells,0,
wire_per_inst,14.9,um
viasPerCell,5.36,
antenna_left,0,
synth.distinct_cells,54,
endpoint,R[2]$_SDFF_PN0_,
setup_tns,0,ns
drc,0,
postSynth.asyncResetShare,0,%
syn-cell-area,0.00524,mm2
whs,0.427,ns
firstDrtPassIters,4,
period_needed,4.63,ns
cts_tree,done,
arrival,4.92,ns
reg2reg_depth,15,
dp_hpwl,7640,um
grt-ovfl-total,0,
fmax,216,MHz
rsz0062_at_grt,no,
yosys_cells,495,
die_area,0.0109,mm2
slowest_stage,fa_1,
clkSinkCount,104,
cts-buffers-inserted,9,
final-hold-violation-count,0,
gp_congestion,0.944,
hold_path.class,register to register,
clk_path_buf_depth,2,
ys.flop_type,edfxtp_1,
clkTransAtPathRegs,0.10,ns
timing.rr.start,y[0]$_SDFFCE_PN0N_,
syn_inst,495,
==> worst min path at each step <==
| stage | start | to | slack [ns] | depth (start not counted) |
|---|---|---|---|---|
| 6_report | tattr[4]$_DFFE_PP_ | attr[4]$_DFFE_PN_ | 0.43 | 0 |
| 5_1_grt | tattr[7]$_DFFE_PP_ | attr[7]$_DFFE_PN_ | 0.44 | 0 |
| 4_1_cts | tattr[7]$_DFFE_PP_ | attr[7]$_DFFE_PN_ | 0.43 | 0 |
==> worst max-delay path, delay by kind of cell (launching register included) <==
family | cells | cell delay, ns
AND-OR/OR-AND | 5 | 1.35
AND/OR/NAND/NOR | 4 | 1.18
adder cells (fa/ha/maj) | 3 | 1.15
flip-flops | 1 | 0.47
XOR/XNOR | 2 | 0.32
buffers and inverters | 1 | 0.06
==> layer usage <==
metal  share of wire (%)  wire [um]  vias to the layer above  GRT usage (%)
met5                   0          0                        -              0
li1                    -          -                     1837              -
met3                 7.0        704                       11           6.51
met4                 1.2        125                        0           2.04
met2                  42       4300                       96           29.3
met1                  49       4990                     1689           35.8
==> flip-flops by register name, indices dropped and copies added (netlist names) <==
register / count
G: 4
R: 4
attr: 8
char: 8
address: 13
y: 11
timer: 24
tchar: 8
flash: 1
B: 4
x: 11
tattr: 8
==> power by group <==
part,switching [mW],total [mW],internal [mW]
sequential,0,0.797,0.797
combinational,0.0141,0.0323,0.0182
clock,0.265,0.464,0.199
==> cells by family after synthesis <==
family	Yosys count	share of synthesized area, %
flops	104	50.7
compound gates	69	9.25
xor+xnor	64	11.0
buf+inv	35	2.77
simple gates	189	17.8
mux	9	2.27
fa+ha+maj	25	6.26
==> per-stage QoR <==
step | cells | utilization [%] | power [mW] | instance area [um2]
global route | 678 | 60.6 | 1.34 | 6040
finish | 678 | 60.6 | 1.29 | 6040
floorplan | 495 | - | 0.827 | 5240
CTS | 678 | 60.6 | 1.31 | 6040
global placement | 662 | 58.6 | 0.847 | 5830
detailed placement | 662 | 58.6 | 0.847 | 5830
==> final cells by class <==
cell class / instances / area [um2]
Clock buffer: 10 / 149
Clock inverter: 6 / 57.6
Fill cell: 811 / 3920
Inverter: 19 / 71.3
Multi-Input combinational cell: 356 / 2450
Sequential cell: 104 / 2650
Tap cell: 133 / 166
Timing Repair Buffer: 50 / 490
==> synth_stat cells, drive strengths merged, types with 2 or more instances <==
cell / count / area share, %
a21oi: 28 / 2.7
mux2: 3 / 0.65
and2: 4 / 0.48
or3b: 3 / 0.50
clkbuf: 9 / 0.65
nand3: 20 / 1.9
o211ai: 3 / 0.53
a2111oi: 2 / 0.69
fa: 2 / 0.76
nand2b: 7 / 0.84
a21o: 5 / 0.72
or4: 4 / 0.57
edfxtp: 57 / 33
and3: 14 / 1.7
nor3: 11 / 1.1
inv: 19 / 1.4
or3: 4 / 0.48
o21ai: 10 / 0.96
ha: 23 / 5.5
a211oi: 3 / 0.53
mux4: 2 / 0.86
nor2: 57 / 4.1
nor4b: 2 / 0.33
nand2: 38 / 2.7
xor2: 28 / 4.7
a211o: 2 / 0.33
a21boi: 2 / 0.29
o21a: 2 / 0.29
buf: 7 / 0.76
nor4: 5 / 0.60
nand4: 7 / 0.84
dfxtp: 47 / 18
mux2i: 4 / 0.76
xnor2: 35 / 5.9
o31ai: 2 / 0.29
nor2b: 7 / 0.84
or2: 3 / 0.36
o21bai: 4 / 0.57
==> layout by cell type, fill, tap and decap left out, types with 3 or more instances in the layout <==
cell and count:
a21o_1 5, a21oi_1 28, and2_1 4, and3_1 14
buf_4 4, clkbuf_8 9, clkdlybuf4s50_1 46, dfxtp_1 47
edfxtp_1 57, ha_1 23, inv_1 19, inv_8 3
mux2_2 3, mux2i_1 4, nand2_1 38, nand2b_1 7
nand3_1 20, nand4_1 7, nor2_1 57, nor2b_1 7
nor3_1 11, nor4_1 4, o21ai_0 10, o21bai_1 4
or2_2 3, or3_1 4, or4_1 4, xnor2_1 35
xor2_1 28
Power and IR drop assume default switching activity.
