==> design.v <==
module cpu
(
    input               clock,
    input               reset_n,
    input               ce,
    output      [31:0]  address,
    input       [ 7:0]  in,
    output  reg [ 7:0]  out,
    output  reg         we,
    output  reg [ 9:0]  sp,
    input       [31:0]  si,
    output  reg [31:0]  so,
    output  reg         sw,
    output  reg [ 7:0]  ra, rb,
    input       [31:0]  r1, r2,
    output  reg [31:0]  ro,          
    output  reg         rw           
);
localparam CF = 0, ZF = 1, SF = 2, OF = 3;
assign address = cp ? ea : pc;
reg         cp;
reg [31:0]  pc, ea;
reg [ 2:0]  alu;
reg [ 7:0]  opc;
reg [ 3:0]  m, t;
reg [ 3:0]  flag = 4'b0000;
always @(posedge clock)
if (reset_n == 1'b0) begin pc <= 0; t <= 0; cp <= 0; flag <= 4'b0000; end
else begin
    rw <= 0;
    we <= 0;
    sw <= 0;
    m  <= m + 1;
    case (t)
        0: begin
            case (in)
            8'h00: t <= 1;
            8'h01: t <= 2;
            8'h02, 8'h03, 8'h04: t <= 3;
            8'h05, 8'h06, 8'h07: t <= 4;
            8'h08: t <= 14;
            8'h09: t <= 15;
            8'h0D: begin t <= 10; ra <= 255; end
            8'h0E: begin t <= 11; ra <= 255; end
            8'h0F: begin t <= 12; ra <= 255; end
            8'h10, 8'h11, 8'h12, 8'h13, 8'h14, 8'h15, 8'h16, 8'h17: t <= 5;
            8'h18, 8'h19, 8'h1A, 8'h1B, 8'h1C, 8'h1D,        8'h1F: t <= 6;
            8'h1E: t <= 13;
            8'h70: t <= 7;
            8'h71,
            8'h0C: t <= 8;
            8'h7A: t <= 9;
            8'h72, 8'h73, 8'h72, 8'h73, 8'h74, 8'h75, 8'h76,
            8'h77, 8'h78, 8'h79, 8'h7C, 8'h7D, 8'h7E, 8'h7F:
                if (br[in[3:1]] == in[0]) pc <= pc + 2; else t <= 7;
            endcase
            m   <= 0;
            pc  <= pc + 1;
            opc <= in;
            alu <= in[2:0];
        end
        1: case (m)
            0: begin pc <= pc + 1; ra        <= in; end
            1: begin pc <= pc + 1; ro[  7:0] <= in; end
            2: begin pc <= pc + 1; ro[ 15:8] <= in; end
            3: begin pc <= pc + 1; ro[23:16] <= in; end
            4: begin pc <= pc + 1; ro[31:24] <= in; t <= 0; rw <= 1; end
        endcase
        2: case (m)
            0: begin pc <= pc + 1; rb <= in; end
            1: begin pc <= pc + 1; ra <= in; ro <= r2; rw <= 1; t <= 0; end
        endcase
        3: case (m)
            0: begin pc <= pc + 1; rb <= in; end
            1: begin pc <= pc + 1; ra <= in; cp <= 1; ea <= r2; end
            2: begin ea <= ea + 1; m <= opc == 2 ? 6 : 3; ro        <= in; end
            3: begin ea <= ea + 1; m <= opc == 3 ? 6 : 4; ro[ 15:8] <= in; end
            4: begin ro[23:16] <= in; ea <= ea + 1; end
            5: begin ro[31:24] <= in; end
            6: begin t <= 0; rw <= 1; cp <= 0; end
        endcase
        4: case (m)
            0: begin rb <= in; pc <= pc + 1; end
            1: begin ra <= in; pc <= pc + 1; end
            2: begin ea <= r1;     m <= (opc == 5) ? 6 : 3; we <= 1; out <= r2[ 7:0]; cp <= 1; end
            3: begin ea <= ea + 1; m <= (opc == 6) ? 6 : 4; we <= 1; out <= r2[15:8]; end
            4: begin ea <= ea + 1; we <= 1; out <= r2[23:16]; end
            5: begin ea <= ea + 1; we <= 1; out <= r2[31:24]; end
            6: begin t <= 0; cp <= 0; end
        endcase
        5: case (m)
            0: begin ra <= in; pc <= pc + 1; end
            1: begin rb <= in; pc <= pc + 1; end
            2: begin
                t    <= 0;
                flag <= _flag_alu;
                if (alu != 7) begin ro <= _res; rw <= 1; ra <= in; pc <= pc + 1; end
            end
        endcase
        6: case (m)
            0: begin ra <= in; pc <= pc + 1; end
            1: begin rb <= in; pc <= pc + 1; end
            2: begin flag <= _flag_rot; ro <= _rot; rw <= 1; t <= 0; end
        endcase
        7: begin t <= 0; pc <= pc + 1 + {{24{in[7]}}, in}; end
        8: case (m)
            0: begin ro[  7:0] <= in; pc <= pc + 1; ra <= 255; end
            1: begin ro[ 15:8] <= in; pc <= pc + 1; end
            2: begin ro[23:16] <= in; pc <= pc + 1; end
            3: begin
                t  <= 0;
                pc <= {in, ro[23:0]};
                sp <= r1 - 1;
                ro <= r1 - 1;
                so <= pc + 1;
                sw <= (opc == 8'h0C);
                rw <= (opc == 8'h0C);
            end
        endcase
        9: case (m)
            0: begin ra <= in; end
            1: begin pc <= r1; t <= 0; end
        endcase
        10: case (m)
            0: begin sp <= r1; ro <= r1 + 1; rw <= 1; end
            1: begin pc <= si; t <= 0; end
        endcase
        11: case (m)
            0: begin opc <= in; sp <= r1; rw <= 1; ro <= r1 - in; pc <= pc + 1; end
            1: begin ra <= in; pc <= pc + 1; end
            2: begin
                m  <= 2;
                ra <= in;
                so <= r1;
                sw <= 1;
                sp <= sp - 1;
                if (opc == 1) t <= 0;
                else begin opc <= opc - 1; pc <= pc + 1; end
            end
        endcase
        12: case (m)
            0: begin opc <= in; sp <= r1; rw <= 1; ro <= r1 + in; pc <= pc + 1; end
            1: begin
                m  <= 1;
                rw <= 1;
                ra <= in;
                ro <= si;
                sp <= sp + 1;
                pc <= pc + 1;
                if (opc == 1) t <= 0; else opc <= opc - 1;
            end
        endcase
        13: case (m)
            0: begin pc <= pc + 1; ra <= in; end
            1: begin pc <= pc + 1; ro <= {{24{in[7]}}, in}; rw <= 1; t <= 0; end
        endcase
        14: case (m)
            0: begin ra <= in; pc <= pc + 1; end
            1: begin rb <= in; pc <= pc + 1; end
            2: begin ra <= in; pc <= pc + 1; rw <= 1; ro <= imul[63:32];  end
            3: begin ra <= in; pc <= pc + 1; rw <= 1; ro <= imul[31:0]; end
        endcase
        15: case (m)
            0: begin ra <= in; pc <= pc + 1; end
            1: begin rb <= in; pc <= pc + 1; end
            2: begin so <= 1'b0; ro <= r1; opc <= 32; end
            3: begin
                ro <= {ro[30:0], divnext >= r2};                 
                so <= {divnext >= r2 ? divnext - r2 : divnext};  
                if (opc != 1) begin opc <= opc - 1; m <= 3; end
            end
            4: begin rw <= 1; ra <= in; pc <= pc + 1; end
            5: begin rw <= 1; ra <= in; pc <= pc + 1; ro <= so; t <= 0; end
        endcase
    endcase
end
wire [63:0] imul = r1 * r2;
wire [31:0] divnext = {so[30:0], ro[31]};
wire [7:0] br =
{
    (flag[OF] ^ flag[SF]) | flag[ZF],    
    (flag[OF] ^ flag[SF]),               
    1'b0,                                
    flag[SF],
    flag[CF] | flag[ZF],                 
    flag[ZF],
    flag[CF],
    1'b0                                 
};
wire overflow = (r1[31] ^ r2[31] ^ (alu <= 1)) & (r1[31] ^ _res[31]);
wire [32:0] _res =
    alu == 3'h0 ? r1 + r2 :
    alu == 3'h1 ? r1 + r2 + flag[CF] :
    alu == 3'h3 ? r1 - r2 - flag[CF] :
    alu == 3'h4 ? r1 & r2 :
    alu == 3'h5 ? r1 ^ r2 :
    alu == 3'h6 ? r1 | r2 :
                  r1 - r2;   
wire [ 3:0] _flag_alu = {overflow, _res[31], ~|_res[31:0], _res[32]};
wire [ 4:0] rt = opc[0] ? r2[4:0] : (~r2[4:0]) + 1;
wire [31:0] t1 = rt[0] ? {r1[   0], r1[ 31:1]} : r1;
wire [31:0] t2 = rt[1] ? {t1[ 1:0], t1[ 31:2]} : t1;
wire [31:0] t3 = rt[2] ? {t2[ 3:0], t2[ 31:4]} : t2;
wire [31:0] t4 = rt[3] ? {t3[ 7:0], t3[ 31:8]} : t3;
wire [31:0] t5 = rt[4] ? {t4[15:0], t4[31:16]} : t4;
wire [ 3:0] m1 = rt[1] ? {rt[   0],     2'h3} : rt[0];
wire [ 7:0] m2 = rt[2] ? {m1[ 3:0],     4'hF} : m1;
wire [15:0] m3 = rt[3] ? {m2[ 7:0],    8'hFF} : m2;
wire [31:0] m4 = rt[4] ? {m3[15:0], 16'hFFFF} : m3;
wire [31:0] m5 = opc[0] ? ~m4 : m4;
wire [31:0] _rot =
    alu == 3'h0 ||
    alu == 3'h1 ? t5 :                   
    alu == 3'h2 ? (t5 & ~m5) :           
    alu == 3'h3 ? (t5 &  m5) :           
    alu == 3'h4 ? (t5 & ~m5) | (flag[CF] ?  m5 : 0) :  
    alu == 3'h5 ? (t5 &  m5) | (flag[CF] ? ~m5 : 0) :  
    alu == 3'h6 ? (t5 & ~m5) :           
        r1[31] ? t5 | ~m4 : t5 & m5;     
wire [ 3:0] _flag_rot = {1'b0, _rot[31], _rot == 32'b0, t5[opc[0] ? 31 : 0]};
endmodule
==> run.sh <==
#!/bin/bash
# OpenROAD 26Q1-2900-gdf79404cd8, Yosys 0.63+post, stock flow scripts
make -C /OpenROAD-flow-scripts/flow DESIGN_CONFIG=/design/flow/config.mk WORK_HOME=/design/flow/orfs finish
==> config.mk <==
export PLATFORM = sky130hd
export DESIGN_NAME = cpu
export DESIGN_NICKNAME = cpu
export VERILOG_FILES = /design/flow/design.v
export SDC_FILE = /design/flow/constraint.sdc
export NUM_CORES = 4
export LEC_CHECK = 1
export CORE_UTILIZATION = 50
==> constraint.sdc <==
current_design cpu

set clk_period 22.1
set clk_io_pct 0.2

create_clock -name clk0 -period $clk_period [get_ports {clock}]

set non_clock_inputs [all_inputs -no_clocks]
set_input_delay [expr $clk_period * $clk_io_pct] -clock clk0 $non_clock_inputs
set_output_delay [expr $clk_period * $clk_io_pct] -clock clk0 [all_outputs]
==> results.py <==
# Generated from Yosys and OpenROAD reports
metrics = {
    "cts": {
        "post_cts_resize_count": 0,
        "numClockSinks": 201,
        "cts_setup_buffers": 0,
        "numCtsBuffers": 27,
        "cts_hold_repair.buffers": 0,
        "cts_buffer_depth": 3,
        "root_buffer": "clkbuf_16",
        "clock_latency_ps": 610,
        "htreeDepth": 1,
        "path_clk_slew_ps": 70,
        "tritoncts": "built",
    },
    "global_routing": {
        "grt_pass1_vias": 65070,
        "grt_util_all_layers_pct": 54.89,
        "overflow": 0,
        "antenna_found_initial": 28,
        "grt_max_degree": 102,
        "grt_pass1_wl_um": 483600,
    },
    "flow_run": {
        "maxCapViolCount": 0,
        "tool_warnings": 112,
    },
    "timing": {
        "min_period_ps": 14680,
        "worst_pin_slew_ps": 1246,
        "finalSetupViolCount": 0,
        "fin_skew_ps": 24.99,
        "timing.final.crit_share_pct": 66.44,
        "setup_tns_ps": 0,
        "slew_headroom_pct": 16.91,
        "slew_viol_final": 0,
        "hold_viol": 0,
        "rsz0062_at_grt": "no",
        "max_freq_mhz": 68.11,
    },
    "worst_setup_path": {
        "cp_num_buf_inv": 6,
        "critPathSlowestCell": "inv_2",
        "slowest_delay_ps": 720,
        "startpoint_type": "input pin",
        "cp.arrival_ps": 14920,
        "critical_path_class": "input pin to flop",
        "critPathRequiredTime_ps": 22330,
        "cpMostUsedCell": "fa_1",
        "critPathMaxFanout": 26,
        "critical_path.top_delay_family": "adder cells",
        "end_kind": "flop",
    },
    "yosys": {
        "edf_count": 148,
        "async_reset_ff_share_pct": 0,
        "synth_top_flop_cell": "edfxtp_1",
        "synthSimpleGateAreaFrac_pct": 18.41,
        "top_logic_kind": "adder cells",
        "ys_seq_share_pct": 8.399,
        "ys_cells": 8385,
        "ys_sh_adder_pct": 36.30,
        "synth_cells": 8385,
        "aoi_share_pct": 18.61,
        "ys_sh_xor_pct": 4.997,
        "synthDistinctLibCells": 114,
        "yosys_area_um2": 65550,
        "synth-seq-cells": 201,
        "yosysWarnings": 1,
        "synth_area_per_cell_um2": 7.818,
        "synth_area_um2": 65550,
        "ys_sh_mux_pct": 3.653,
    },
    "layout": {
        "final_common_cell": "inv_1",
        "mostFrequentLayoutCells": "inv_1 (1049), nor2_1 (1005), nand2_1 (1004)",
        "fin_util_pct": 54.60,
        "layout-drive-gt1-share_pct": 6.160,
        "area_delta_synth_final_pct": 8.122,
        "fillers": 12150,
    },
    "floorplan": {
        "initial_core_util_pct": 50.50,
        "rows": 132,
        "die_height_um": 364.1,
        "die_x_um": 364.1,
        "core_um2": 129800,
        "io_pins": 240,
        "fp.dieArea_um2": 132600,
    },
    "routing": {
        "wl_per_cell_um": 33.75,
        "routed_wl_um": 342700,
        "postRouteAntennaNets": 0,
        "drt_pass1_iterations": 10,
        "drc_errors": 0,
        "vias_per_cell": 6.638,
        "vias": 67400,
        "first_iter_violations": 7921,
    },
    "placed_design": {
        "globalplace.congestion": 1.180,
        "numPortBuffers": 238,
        "hpwl_um": 256300,
    },
    "run_status": {
        "status": "complete, no violations",
    },
    "hold_path": {
        "min_path_type": "flop to flop",
    },
}
==> worst register-to-register path, stage by stage, from the launching register on <==
cell      delay [ps]
edfxtp_1         840
buf_4            640
o21a_1           300
nor2_4            50
buf_4            310
o41ai_1          930
nand2_1          150
o21a_1           140
o22ai_1          140
a222oi_1          80
a31oi_1          870
or4bb_1          550
nor4_1           300
a32o_1           250
nand2_1          160
o41ai_2          170
==> synthesized netlist by cell type (27+ instances only) <==
master | n | share of area, %
mux2i_1 | 129 | 2.0
o221ai_1 | 42 | 0.56
a21oi_1 | 434 | 3.3
mux4_2 | 30 | 1.0
inv_1 | 1051 | 6.0
a31oi_1 | 57 | 0.54
or3_1 | 29 | 0.28
buf_1 | 144 | 0.82
and3_1 | 64 | 0.61
fa_1 | 901 | 28
xor2_1 | 106 | 1.4
o22ai_1 | 44 | 0.42
nand3_1 | 168 | 1.3
dfxtp_1 | 53 | 1.6
nor2_1 | 1009 | 5.8
o21ai_0 | 466 | 3.6
clkinv_1 | 27 | 0.15
o21bai_1 | 33 | 0.38
nand4_1 | 75 | 0.72
o211ai_1 | 98 | 1.1
o2111ai_1 | 30 | 0.40
edfxtp_1 | 148 | 6.8
a222oi_1 | 57 | 0.87
a21o_1 | 87 | 1.0
clkbuf_1 | 399 | 2.3
nor4_1 | 43 | 0.41
ha_1 | 460 | 8.8
and2_1 | 40 | 0.38
nor2b_1 | 41 | 0.39
xnor2_1 | 263 | 3.5
a221oi_1 | 64 | 0.86
a211oi_1 | 56 | 0.64
nand2b_1 | 50 | 0.48
a22oi_1 | 48 | 0.55
o21a_1 | 57 | 0.65
mux2_2 | 38 | 0.65
nor3_1 | 109 | 0.83
nand2_1 | 1006 | 5.8
a22o_1 | 28 | 0.37
==> layout make-up <==
cell class | count | area (um^2) | share of cell area, %
diodes | 35 | 87.58 | 0.1236
inverters | 1088 | 4084 | 5.762
well taps | 1742 | 2180 | 3.075
multi-input cells | 6524 | 53800 | 75.91
clock inverters | 18 | 235.2 | 0.3319
clock buffers | 32 | 694.4 | 0.9798
flip-flops and latches | 201 | 5512 | 7.777
repair buffers | 513 | 4282 | 6.041
==> path summary, 6_finish.rpt <==
check,to,slack (ps),from,cells past startpoint
worst max-delay path,ro[15],7420,r2[3],30
worst min-delay path,flag[3],530,flag[3],2
worst max register to register,flag[1],16060,opc[0],15
worst min register to register,flag[3],530,flag[3],2
==> cells by family after synthesis <==
kind of cell             Yosys count
multiplexers                     197
AND/OR/NAND/NOR                 2751
AND-OR/OR-AND                   1844
flip-flops                       201
adder cells (fa/ha/maj)         1361
buffers and inverters           1660
XOR/XNOR                         371
==> registers in the layout (all words and copies together), names as in the netlist, 4 cells and up <==
signal  count
rb          8
sp         10
ea         32
ra          8
pc         32
ro         32
flag        4
t          16
so         32
opc         8
m           4
out         8
==> stage by stage <==
step / instances / cell area [um^2] / setup slack (ps) / hold WS, ps
3_5_place_dp: 10070 / 69860 / 7370 / 509.6
4_1_cts: 10120 / 70790 / 7912 / 518.0
3_3_place_gp: 10070 / 69860 / 7359 / 502.3
2_1_floorplan: 8385 / 65550 / 9178 / 448.6
6_report: 10150 / 70870 / 7417 / 533.2
5_1_grt: 10120 / 70800 / 7282 / 562.8
==> layer usage <==
layer	part of all wire (%)	global-route usage, %	wire (um)
met2	39	68.91	132100
met3	19	37.63	64880
met1	34	67.62	115600
met4	8.5	36.09	29280
met5	0.24	5.338	832
